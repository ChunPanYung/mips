### design/flow/run.sh
#!/bin/bash
# OpenROAD 26Q1-2900-gdf79404cd8, Yosys 0.63+post, stock flow scripts
make -C /OpenROAD-flow-scripts/flow DESIGN_CONFIG=/design/flow/config.mk WORK_HOME=/design/flow/orfs finish
### design/flow/config.mk
export PLATFORM = sky130hd
export DESIGN_NAME = ALU
export DESIGN_NICKNAME = ALU
export VERILOG_FILES = /design/flow/design.v
export SDC_FILE = /design/flow/constraint.sdc
export NUM_CORES = 4
export LEC_CHECK = 1
export CORE_AREA = 10 10 70 70
export DIE_AREA = 0 0 80 80
### design/flow/constraint.sdc
current_design ALU

set clk_period 2.8
set clk_io_pct 0.2

create_clock -name clk0 -period $clk_period

set non_clock_inputs [all_inputs -no_clocks]
set_input_delay [expr $clk_period * $clk_io_pct] -clock clk0 $non_clock_inputs
set_output_delay [expr $clk_period * $clk_io_pct] -clock clk0 [all_outputs]
### design/flow/design.v
module mux2x1(A,B,select,OUT);
   input A,B,select;
   output OUT;
   wire wX, wY, wZ;
	 not not0(wX, select);
	 and and0(wY, wX, A);
	 and and1(wZ, select, B);
	 or or0(OUT, wY, wZ);
endmodule
module mux2x1_2bit(A, B, select, OUT);
  input [1:0] A, B;
  input select;
  output [1:0] OUT;
  mux2x1 mux0(A[0], B[0], select, OUT[0]),
         mux1(A[1], B[1], select, OUT[1]);
endmodule
module mux2x1_4bit(A, B, select, OUT);
   input [3:0] A, B;
	 input select;
	 output [3:0] OUT;
	 mux2x1 mux0(A[0], B[0], select, OUT[0]);
	 mux2x1 mux1(A[1], B[1], select, OUT[1]);
	 mux2x1 mux2(A[2], B[2], select, OUT[2]);
	 mux2x1 mux3(A[3], B[3], select, OUT[3]);
endmodule  
module mux2x1_16bit(A, B, select, OUT);
   input [15:0] A, B;
	 input select;
	 output [15:0] OUT;
	 mux2x1_4bit mux0(A[3:0],   B[3:0],   select, OUT[3:0]);
	 mux2x1_4bit mux1(A[7:4],   B[7:4],   select, OUT[7:4]);
	 mux2x1_4bit mux2(A[11:8],  B[11:8],  select, OUT[11:8]);
	 mux2x1_4bit mux3(A[15:12], B[15:12], select, OUT[15:12]);
endmodule  
module mux4x1(i0,i1,i2,i3,select,y);
   input i0,i1,i2,i3;
   input [1:0] select;
   output y;
	 wire InvertS0, InvertS1, wa, wb, wc, wd;
	 not not0(InvertS0, select[0]);
	 not not1(InvertS1, select[1]);
	 and and0(wa, i0, InvertS1, InvertS0);
	 and and1(wb, i1, InvertS1, select[0]);
	 and and2(wc, i2, select[1], InvertS0);
	 and and3(wd, i3, select[1], select[0]);
	 or or0(y, wa, wb, wc, wd);
endmodule
module mux4x1_4bit(i0,i1,i2,i3,select,y); 
    input [3:0] i0,i1,i2,i3;  
    input [1:0] select;  
    output [3:0] y;  
    mux4x1 mux0(i0[0],i1[0],i2[0],i3[0],select,y[0]), 
           mux1(i0[1],i1[1],i2[1],i3[1],select,y[1]), 
           mux2(i0[2],i1[2],i2[2],i3[2],select,y[2]), 
           mux3(i0[3],i1[3],i2[3],i3[3],select,y[3]); 
endmodule 
module mux4x1_16bit(i0,i1,i2,i3,select,y); 
    input [15:0] i0,i1,i2,i3;  
    input [1:0] select;  
    output [15:0] y;  
    mux4x1_4bit mux0(i0[3:0],i1[3:0],i2[3:0],i3[3:0],select,y[3:0]), 
                mux1(i0[7:4],i1[7:4],i2[7:4],i3[7:4],select,y[7:4]), 
                mux2(i0[11:8],i1[11:8],i2[11:8],i3[11:8],select,y[11:8]), 
                mux3(i0[15:12],i1[15:12],i2[15:12],i3[15:12],select,y[15:12]);
endmodule 
module ALU (op,a,b,result,zero);
   input [3:0] a;
   input [3:0] b;
   input [2:0] op;
   output [3:0] result;
   output zero;
   wire c1,c2,c3,c4, set, or01, or23;
   ALU1   alu0 (a[0],b[0],op[2],op[1:0],set,   op[2],c1,result[0]);
   ALU1   alu1 (a[1],b[1],op[2],op[1:0],1'b0,  c1,   c2,result[1]);
   ALU1   alu2 (a[2],b[2],op[2],op[1:0],1'b0,  c2,   c3,result[2]);
   ALUmsb alu3 (a[3],b[3],op[2],op[1:0],1'b0,  c3,   c4,result[3],set);
   or or1(or01, result[0],result[1]);
   or or2(or23, result[2],result[3]);
   nor nor1(zero,or01,or23);
endmodule
module ALU1 (a,b,binvert,op,less,carryin,carryout,result);
   input a,b,less,carryin,binvert;
   input [1:0] op;
   output carryout,result;
   wire sum, a_and_b, a_or_b, b_inv, b1;
   not not1(b_inv, b);
   mux2x1 mux1(b,b_inv,binvert,b1);
   and and1(a_and_b, a, b);
   or or1(a_or_b, a, b);
   fulladder adder1(sum,carryout,a,b1,carryin);
   mux4x1 mux2(a_and_b,a_or_b,sum,less,op[1:0],result);
endmodule
module ALUmsb (a,b,binvert,op,less,carryin,carryout,result,sum);
   input a,b,less,carryin,binvert;
   input [1:0] op;
   output carryout,result,sum;
   wire sum, a_and_b, a_or_b, b_inv, b1;
   not not1(b_inv, b);
   mux2x1 mux1(b,b_inv,binvert,b1);
   and and1(a_and_b, a, b);
   or or1(a_or_b, a, b);
   fulladder adder1(sum,carryout,a,b1,carryin);
   mux4x1 mux2(a_and_b,a_or_b,sum,less,op[1:0],result);
endmodule
module halfadder (S,C,x,y);
   input x,y;
   output S,C;
   xor (S,x,y);
   and (C,x,y);
endmodule
module fulladder (S,C,x,y,z);
   input x,y,z;
   output S,C;
   wire S1,D1,D2;
   halfadder HA1 (S1,D1,x,y),
             HA2 (S,D2,S1,z);
   or g1(C,D2,D1);
endmodule
module alu (op, a, b, sum, zero);
	 input [15:0] a, b;
	 input [2:0] op;
	 output [15:0] sum;
	 output zero;
	 wire set, wa, wb, wc, wd, c0, c1, c2;
	 wire ign[4:0];
	 ALU4Combo alu0(sum[3:0],   wa, ign[0], c0,     op, op[2], set,  a[3:0],   b[3:0]);
	 ALU4Combo alu1(sum[7:4],   wb, ign[2], c1,     op, c0,    1'b0, a[7:4],   b[7:4]);
	 ALU4Combo alu2(sum[11:8],  wc, ign[3], c2,     op, c1,    1'b0, a[11:8],  b[11:8]);
	 ALU4Combo alu3(sum[15:12], wd, set,    ign[4], op, c2,    1'b0, a[15:12], b[15:12]);
	 nor nor0(zero, wa, wb, wc, wd);
endmodule  
module ALU4Combo (result, zero, sum, carryOut, op, carryIn, less, a, b);
   input [3:0] a, b;
	 input [2:0] op;
	 input carryIn, less;
	 output [3:0] result;
	 output carryOut, sum, zero;
	 wire c1, c2, c3, c4, or01, or23;
	 ALU1   alu0 (a[0],b[0],op[2],op[1:0],less,carryIn,c1,result[0]);
	 ALU1   alu1 (a[1],b[1],op[2],op[1:0],1'b0,c1,     c2,result[1]);
	 ALU1   alu2 (a[2],b[2],op[2],op[1:0],1'b0,c2,     c3,result[2]);
	 ALUmsb alu3 (a[3],b[3],op[2],op[1:0],1'b0,c3,     carryOut,result[3],sum);
	 or or0(or01, result[0],result[1]);
	 or or1(or23, result[2],result[3]);
	 or or2(zero,or01,or23);
endmodule  
==> notes.md <==
fresh numbers from the pnr run: RSZ-0062 raised after global routing=true, ant diodes=0, via count=358, Clock Power Share=0%, post-route ant nets=0, # DRC=0, flip-flops=0, Worst Path Required=2.24 ns, share of cells above drive strength 1=58.2%, Placed Cells=109, P_int=0.000104 W, IO Pins=16, slowest stage delay, CP=0.39 ns, fin cells=113, cell taking the most area after synthesis=fa_1, top-count cell post-synth=buf_4, vias in the first global route=384, Top-area cell share=12.6%, # Cells Yosys=37, Layout Utilization=20.8%, final hold violations=0, Peak VDD IR=0.0000450 V, startpoint types=input port, die width=80 um, Rel. slew slack=82.2%, Min Hold Slack=1.76 ns, register area=0 um2, Ys Warns=0, Switching Share=35.4%, gr ovfl total=0, Seq share, synth=0%, sequential power share=0%, crit path DAT=3.08 ns, Area Growth Syn to Fin=124%, WL/cell=8.96 um, gr usage total=3.01%, Slowest cell on crit path=fa_2, global-route wire length before repair=1.63 mm, status=finished, violations left, Critical path buffers and inverters=3, Syn Inst Count=37, Post-Route WL=1.01 mm, first-pass detailed-route iteration total=2, RD Place Congestion=0.806, PD cells=226 nW/um2, Crit Path Max Fanout=3, failing checks=negative setup slack, die area=6400 um2, Core Util at FP=9.30%, num rows=21, Slew Viols, Final=0, Logic pwr share=100.0%, Mapped Avg Cell Area=8.59 um2, WS Path Type=input port to output pin, Sw Pwr=0.0000570 W, tool warnings=36, Die Ht=80 um, clock buffers=0, largest net degree at the start of global routing=7, max_cap viols=0, yosys stat area=318 um2, Core ar.=3420 um2, Iteration-0 DRC Markers=1, initial antenna violation count=0, Period minus WS final=3.64 ns, slew at the pin closest to its max-slew limit=0.267 ns, Max Clk Rate=0.275 GHz, post-layout period usage=130%, Synth cell types=18, CP endpoint kind=output pin, critical path cell sequence=buf_6, mux2_4, fa_2, fa_2, xnor2_4, mux2_4, a221o_1, buf_4, nor4_4, buf_2, static leakage=0.310 nW, cell family with most CP delay=adder cells, PortBufs=16, Setup Viol. Count Final=3, final worst slack=-0.836 ns, Worst Hold Class=input port to output pin, Via density=3.17, Synth area leaders=fa_1, buf_4, xor2_1, Netlist Area Pre-Place=318 um2, HPWL Detailed=882 um
==> power by group through the flow <==
stage,Combinational [W],Clock (W),Sequential [W]
final,0.000161,0,0
after global routing,0.000176,0,0
after CTS,0.000144,0,0
==> timing repair <==
action                     CTS  global route
setup endpoints to repair    5             5
gates resized               39            12
pin swaps                    7             5
setup buffers                5             1
hold buffers                 0             0
==> area by class of cell <==
class / count / area (um2)
inverters: 3 / 11.3
repair buffers: 34 / 297
fillers: 376 / 2700
well taps: 46 / 57.6
multi-input cells: 30 / 347
==> cells by family after synthesis <==
logic type                 Yosys count  synth area share [%]
AOI/OAI and AO/OA                    9                  17.3
and+or+nand+nor                      8                  16.1
buffers and inverters                7                  13.0
xor gates and xnor gates             6                  18.9
adders and majority gates            4                  20.5
muxes                                3                  14.2
==> placed cells by master (no fill, tap or decap), types with 2 or more instances in the layout <==
cell / synthesis / final
nand2_2: 0 / 2
o21ai_4: 0 / 2
inv_1: 3 / 3
o21a_1: 2 / 2
xnor2_1: 2 / 2
xor2_1: 3 / 2
buf_2: 0 / 3
buf_4: 4 / 14
clkdlybuf4s50_1: 0 / 6
mux2_4: 0 / 2
a21oi_1: 3 / 3
fa_2: 0 / 2
ha_1: 2 / 2
buf_6: 0 / 8
==> final timing paths <==
path | from | to | slack, ns | cells past startpoint
max | b[0] | zero | -0.84 | 10
min | b[1] | zero | 1.76 | 6
==> tightest hold or removal path, delay by kind of cell <==
kind | cells | cell delay (ns)
AND-OR/OR-AND | 2 | 0.27
buffers and inverters | 3 | 0.32
AND/OR/NAND/NOR | 1 | 0.04
==> metrics by stage <==
stage                     area [um2]  setup WS [ns]  setup TNS, ns  total power (W)
after floorplan                  327         -0.338         -0.888        0.0000576
after global placement           619          -1.45          -5.27         0.000122
after detailed placement         619          -1.45          -5.28         0.000123
after CTS                        658         -0.871          -2.23         0.000144
after global routing             712         -0.941          -2.33         0.000176
final                            712         -0.836          -2.10         0.000161
==> per-layer routing <==
metal / wire, um / track usage, %
met5: 0 / 0
met4: 0 / 0
met3: 106 / 1.14
met1: 394 / 3.20
met2: 512 / 5.78
Power and IR drop assume default switching activity.
